==> /design/flow/design.v <==
module countC(enable, clk, modo, D, rco, Q);
  wire [3:0] _000_;
  wire _001_;
  wire [31:0] _002_;
  wire [1:0] _003_;
  wire [1:0] _004_;
  wire [1:0] _005_;
  wire [1:0] _006_;
  wire [1:0] _007_;
  wire [1:0] _008_;
  wire [1:0] _009_;
  wire [1:0] _010_;
  wire _011_;
  wire [1:0] _012_;
  wire _013_;
  wire [3:0] _014_;
  wire [1:0] _015_;
  wire _016_;
  wire _017_;
  wire _018_;
  wire _019_;
  wire _020_;
  wire _021_;
  wire _022_;
  wire _023_;
  wire _024_;
  wire [3:0] _025_;
  wire _026_;
  wire _027_;
  wire _028_;
  wire _029_;
  wire _030_;
  wire _031_;
  wire [15:0] _032_;
  wire [3:0] _033_;
  wire [3:0] _034_;
  wire [31:0] _035_;
  wire [31:0] _036_;
  wire [31:0] _037_;
  wire _038_;
  wire [31:0] _039_;
  wire [31:0] _040_;
  wire _041_;
  wire _042_;
  wire _043_;
  input [3:0] D;
  output [3:0] Q;
  reg [3:0] Q;
  input clk;
  input enable;
  input [1:0] modo;
  output rco;
  reg rco;
  assign _003_[0] = _002_[0] | Q[1];
  assign _003_[1] = Q[2] | Q[3];
  assign _020_ = _003_[0] | _003_[1];
  assign _004_[0] = _002_[0] | _014_[1];
  assign _004_[1] = _014_[2] | _014_[3];
  assign _016_ = _004_[0] | _004_[1];
  assign _017_ = _015_[0] | _015_[1];
  assign _018_ = modo[0] | _015_[1];
  assign _019_ = _015_[0] | modo[1];
  assign _005_[1] = _025_[2] | _025_[3];
  assign _026_ = _005_[0] | _005_[1];
  assign _038_ = _006_[0] | _006_[1];
  assign _007_[0] = _032_[2] | _032_[6];
  assign _007_[1] = _032_[10] | _032_[14];
  assign _033_[2] = _007_[0] | _007_[1];
  assign _008_[0] = _032_[3] | _032_[7];
  assign _008_[1] = _032_[11] | _032_[15];
  assign _033_[3] = _008_[0] | _008_[1];
  assign _009_[0] = _032_[1] | _032_[5];
  assign _009_[1] = _032_[9] | _032_[13];
  assign _033_[1] = _009_[0] | _009_[1];
  assign _010_[0] = _032_[0] | _032_[4];
  assign _010_[1] = _032_[8] | _032_[12];
  assign _033_[0] = _010_[0] | _010_[1];
  assign _006_[0] = _028_ | _029_;
  assign _006_[1] = _030_ | _031_;
  assign _011_ = modo[0] | modo[1];
  assign _012_[0] = Q[0] | Q[1];
  assign _013_ = _012_[0] | _003_[1];
  assign _023_ = ~_020_;
  assign _021_ = ~_016_;
  assign _028_ = ~_017_;
  assign _029_ = ~_018_;
  assign _030_ = ~_019_;
  assign _031_ = ~_011_;
  assign _022_ = ~_013_;
  assign _024_ = _022_ | _023_;
  assign _001_ = enable ? _027_ : 1'b0;
  assign _000_[0] = enable ? _034_[0] : 1'b0;
  assign _000_[1] = enable ? _034_[1] : 1'b0;
  assign _000_[2] = enable ? _034_[2] : 1'b0;
  assign _000_[3] = enable ? _034_[3] : 1'b0;
  assign _027_ = _038_ ? _026_ : rco;
  assign _034_[0] = _038_ ? _033_[0] : Q[0];
  assign _034_[1] = _038_ ? _033_[1] : Q[1];
  assign _034_[2] = _038_ ? _033_[2] : Q[2];
  assign _034_[3] = _038_ ? _033_[3] : Q[3];
  always @(posedge clk)
      Q[0] <= _000_[0];
  always @(posedge clk)
      Q[1] <= _000_[1];
  always @(posedge clk)
      Q[2] <= _000_[2];
  always @(posedge clk)
      Q[3] <= _000_[3];
  always @(posedge clk)
      rco <= _001_;
  assign _042_ = _014_[2] & _039_[1];
  assign _039_[1] = Q[1] | _041_;
  assign _039_[2] = Q[2] | _042_;
  assign _043_ = _014_[2] & _037_[1];
  assign _040_[2] = Q[2] | _043_;
  assign _037_[1] = Q[1] & Q[0];
  assign _037_[2] = Q[2] & _037_[1];
  assign _015_[1] = modo[1] ^ 1'b1;
  assign _015_[0] = modo[0] ^ 1'b1;
  assign _025_[3] = _021_ & _031_;
  assign _025_[2] = _022_ & _030_;
  assign _005_[0] = _024_ & _029_;
  assign _032_[12] = _002_[0] & _031_;
  assign _032_[13] = _002_[1] & _031_;
  assign _032_[14] = _002_[2] & _031_;
  assign _032_[15] = _002_[3] & _031_;
  assign _032_[8] = _002_[0] & _030_;
  assign _032_[9] = _035_[1] & _030_;
  assign _032_[10] = _035_[2] & _030_;
  assign _032_[11] = _035_[3] & _030_;
  assign _032_[4] = _002_[0] & _029_;
  assign _032_[5] = _002_[1] & _029_;
  assign _032_[6] = _036_[2] & _029_;
  assign _032_[7] = _036_[3] & _029_;
  assign _032_[0] = D[0] & _028_;
  assign _032_[1] = D[1] & _028_;
  assign _032_[2] = D[2] & _028_;
  assign _032_[3] = D[3] & _028_;
  assign _014_[1] = Q[1] ^ 1'b1;
  assign _002_[0] = Q[0] ^ 1'b1;
  assign _035_[1] = _014_[1] ^ Q[0];
  assign _035_[2] = _014_[2] ^ _039_[1];
  assign _035_[3] = _014_[3] ^ _039_[2];
  assign _014_[2] = Q[2] ^ 1'b1;
  assign _014_[3] = Q[3] ^ 1'b1;
  assign _002_[1] = Q[1] ^ Q[0];
  assign _036_[2] = _014_[2] ^ _037_[1];
  assign _036_[3] = _014_[3] ^ _040_[2];
  assign _002_[2] = Q[2] ^ _037_[1];
  assign _002_[3] = Q[3] ^ _037_[2];
  assign _041_ = _014_[1] & Q[0];
endmodule
==> /design/flow/run.sh <==
#!/bin/bash
# OpenROAD 26Q1-2900-gdf79404cd8, Yosys 0.63+post, stock flow scripts
make -C /OpenROAD-flow-scripts/flow DESIGN_CONFIG=/design/flow/config.mk WORK_HOME=/design/flow/orfs finish
==> /design/flow/config.mk <==
export PLATFORM = sky130hd
export DESIGN_NAME = countC
export DESIGN_NICKNAME = countC
export VERILOG_FILES = /design/flow/design.v
export SDC_FILE = /design/flow/constraint.sdc
export NUM_CORES = 4
export LEC_CHECK = 1
export CORE_AREA = 10 10 70 70
export DIE_AREA = 0 0 80 80
==> /design/flow/constraint.sdc <==
current_design countC

set clk_period 1.6
set clk_io_pct 0.2

create_clock -name clk0 -period $clk_period [get_ports {clk}]

set non_clock_inputs [all_inputs -no_clocks]
set_input_delay [expr $clk_period * $clk_io_pct] -clock clk0 $non_clock_inputs
set_output_delay [expr $clk_period * $clk_io_pct] -clock clk0 [all_outputs]
==> results.json <==
{
  "status": "complete, no violations",
  "clock_path_buffers": 2,
  "cp_top_family": "buffers and inverters",
  "hp-class": "flip-flop to flip-flop",
  "insertion_delay_ps": 240,
  "yosys-top-cells-count": "ha_1 (6), nor2_1 (6)",
  "finalClockPeriodUsage_pct": 90.29,
  "grt.overflow.total": 0,
  "synth-edff-count": 0,
  "wl_mm": 1.015,
  "slowest_delay_ps": 500,
  "cts_tree": "done",
  "synth_area_sq_um": 407.9,
  "drv_cap": 0,
  "synth_cell_types": 20,
  "worstSetupPathType": "flip-flop to output pin",
  "syn_to_final_growth_pct": 50.61,
  "drtPass1Iterations": 4,
  "numCtsBuffers": 3,
  "grt_max_degree": 9,
  "viasPerCell": 3.491,
  "num_io_pins": 13,
  "synthCells": 51,
  "die_y_um": 80,
  "grt_use_total_pct": 3.336,
  "yosys.area.top_type_share_pct": 24.54,
  "vdd_drop_max_mv": 0.3080,
  "p_per_area_nw_per_um2": 714.7,
  "rsz0062_at_grt": "no",
  "period_needed_ps": 1445,
  "syn_area_per_cell_sq_um": 7.998,
  "die-area_sq_um": 6400,
  "ant_nets": 0,
  "area_leaders": "dfxtp_1 (25%), ha_1 (18%), a21oi_1 (6.1%)",
  "yosys_cells": 51,
  "leakagePower_nw": 0.2442,
  "drc": 0,
  "worstPathArrival_ps": 1120,
  "design_power_total_mw": 0.4391,
  "grt_pass1_vias": 394,
  "pre_cts_ws_ps": 21.94,
  "required_ps": 1280,
  "log.warning_count": 28,
  "gp_congestion": 0.6572,
  "async_flop_share_pct": 0,
  "grt_antenna_before_repair": 0,
  "insertedDiodeCount": 0,
  "yosys_warnings": 1,
  "clkSinkCount": 5,
  "vias": 398,
  "fp.dieW_um": 80,
  "timing.fmax_ghz": 0.6923,
  "tns_ps": 0,
  "layout_setup_ws_ps": 155.4,
  "path_clk_slew_ps": 40,
  "drive_gt1_share_pct": 16.18,
  "critPathSlowestCell": "clkdlybuf4s50_1",
  "cp_cell_sequence": "clkdlybuf4s50_1",
  "crit_buf_inv": 1,
  "postSynthSeqShare_pct": 24.54,
  "hold_viol": 0,
  "fp_util_pct": 11.94,
  "grt_first_pass_wirelength_mm": 1.759,
  "startpoint_type": "flip-flop",
  "worstMarginPinSlew_ps": 248.7,
  "drv_slew": 0,
  "fp-row-count": 21,
  "post_cts_buffers": 0,
  "finalClockSkew_ps": 1.944,
  "top_area_cell": "dfxtp_1",
  "max-slew-margin-rel_pct": 83.37,
  "crit_path_end_kind": "output pin",
  "io_buffers": 12,
  "ctsHoldBuffers": 0,
  "synth-seq-cells": 5,
  "htree_levels": 1,
  "drt_iter0_drc": 49,
  "setup_viol": 0,
  "synthFlopType": "dfxtp_1",
  "dp.final_hpwl_um": 860.3,
  "yosys_area_sq_um": 407.9,
  "cp_max_fo": 5,
  "clockRootBuffer": "clkbuf_4",
  "core_sq_um": 3416,
  "avgRoutedWirePerCell_um": 8.904
}
[path summary, 6_finish.rpt]
| check | end | depth (start not counted) | slack, ps | start |
|---|---|---|---|---|
| max reg2reg | Q[2] | 6 | 210 | Q[1] |
| min reg2reg | rco | 2 | 520 | Q[2] |
| min | rco | 2 | 520 | Q[2] |
| max | Q[2] | 1 | 160 | Q[2] |
[kinds of logic (layout without fill, tap and decap cells)]
logic type | Yosys count | in the layout | share of synthesized area [%]
simple gates | 21 | 21 | 26.69
fa+ha+maj | 6 | 6 | 18.40
compound gates | 11 | 11 | 18.10
flops | 5 | 5 | 24.54
buf+inv | 7 | 24 | 10.12
xor+xnor | 1 | 1 | 2.148
[power breakdown]
| part | switching (mW) | internal, mW | leakage [nW] |
|---|---|---|---|
| registers | 0.0162 | 0.139 | 0.0420 |
| clock network | 0.0484 | 0.0941 | 0.0150 |
| logic | 0.0578 | 0.0832 | 0.187 |
[cell usage in the layout (no fill, tap or decap)]
master,instances
nand2_2,1
clkdlybuf4s50_1,12
nand4_1,1
dfxtp_1,3
and4bb_1,1
nand2b_1,3
dfxtp_2,2
nor2_1,6
clkbuf_1,1
clkbuf_4,3
inv_1,5
a21oi_1,5
xnor2_1,1
a31oi_1,2
nand3_1,1
a211oi_1,1
nor3_1,2
o22ai_2,1
nand2_1,5
nand2b_2,1
a21o_1,1
ha_1,6
buf_4,3
a311oi_1,1
[registers in the layout (all words and copies together) (netlist names)]
| signal | count |
|---|---|
| rco | 1 |
| Q | 4 |
[layer usage]
metal | global-route usage (%) | vias to the layer above | routed length [um]
li1 | - | 212 | -
met1 | 4.527 | 171 | 509
met2 | 4.173 | 13 | 360
met3 | 2.045 | 2 | 107
met4 | 1.056 | 0 | 38
met5 | 0 | - | 0
[final cells by class]
class / instances / area [sq um]
Fill cell: 395 / 2801
Multi-Input combinational cell: 39 / 266.5
Timing Repair Buffer: 15 / 142.6
Sequential cell: 5 / 102.6
Tap cell: 46 / 57.56
Clock buffer: 4 / 26.28
Inverter: 5 / 18.77
[stage by stage]
step | utilization (%) | std cells | area [sq um] | hold slack (ps)
2_1_floorplan | - | 51 | 407.9 | 472.8
3_3_place_gp | 17.14 | 110 | 585.6 | 521.4
3_5_place_dp | 17.14 | 110 | 585.6 | 517.0
4_1_cts | 17.91 | 114 | 611.8 | 523.9
5_1_grt | 17.99 | 114 | 614.3 | 567.6
6_report | 17.99 | 114 | 614.3 | 520.6
[worst min-delay path, stage by stage, from the launching register on]
cell     delay (ps)
dfxtp_1         340
nand4_1          80
a21oi_1          60
[timing repair]
item | in CTS | in global routing
endpoints found under the hold margin | 0 | 0
setup endpoints to repair | 0 | 3
resized | 0 | 2
Power is estimated from default activity; no workload was simulated.
