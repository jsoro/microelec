===== config.mk =====
export PLATFORM = sky130hd
export DESIGN_NAME = countA
export DESIGN_NICKNAME = countA
export VERILOG_FILES = /design/flow/design.v
export SDC_FILE = /design/flow/constraint.sdc
export NUM_CORES = 4
export LEC_CHECK = 1
export CORE_AREA = 10 10 70 70
export DIE_AREA = 0 0 80 80

===== constraint.sdc =====
current_design countA

set clk_period 1.4
set clk_io_pct 0.2

create_clock -name clk0 -period $clk_period [get_ports {clk}]

set non_clock_inputs [all_inputs -no_clocks]
set_input_delay [expr $clk_period * $clk_io_pct] -clock clk0 $non_clock_inputs
set_output_delay [expr $clk_period * $clk_io_pct] -clock clk0 [all_outputs]

===== design.v =====
module countA(enable, clk, modo, D, rco, Q);
  wire [3:0] _000_;
  wire _001_;
  wire [31:0] _002_;
  wire [1:0] _003_;
  wire [1:0] _004_;
  wire [1:0] _005_;
  wire [1:0] _006_;
  wire [1:0] _007_;
  wire [1:0] _008_;
  wire [1:0] _009_;
  wire [1:0] _010_;
  wire [1:0] _011_;
  wire _012_;
  wire [1:0] _013_;
  wire _014_;
  wire [3:0] _015_;
  wire [3:0] _016_;
  wire [1:0] _017_;
  wire _018_;
  wire _019_;
  wire _020_;
  wire _021_;
  wire _022_;
  wire _023_;
  wire _024_;
  wire _025_;
  wire _026_;
  wire _027_;
  wire _028_;
  wire _029_;
  wire [3:0] _030_;
  wire _031_;
  wire _032_;
  wire _033_;
  wire _034_;
  wire _035_;
  wire [15:0] _036_;
  wire [3:0] _037_;
  wire [3:0] _038_;
  wire [31:0] _039_;
  wire [31:0] _040_;
  wire [31:0] _041_;
  wire _042_;
  wire [31:0] _043_;
  wire [31:0] _044_;
  wire _045_;
  wire _046_;
  wire _047_;
  input [3:0] D;
  output [3:0] Q;
  reg [3:0] Q;
  input clk;
  input enable;
  input [1:0] modo;
  output rco;
  reg rco;
  assign _003_[0] = _002_[0] | Q[1];
  assign _018_ = _003_[0] | _003_[1];
  assign _004_[0] = Q[0] | _015_[1];
  assign _003_[1] = Q[2] | Q[3];
  assign _019_ = _004_[0] | _003_[1];
  assign _005_[0] = _002_[0] | _015_[1];
  assign _005_[1] = _016_[2] | _016_[3];
  assign _020_ = _005_[0] | _005_[1];
  assign _021_ = _017_[0] | _017_[1];
  assign _022_ = modo[0] | _017_[1];
  assign _023_ = _017_[0] | modo[1];
  assign _006_[0] = _030_[0] | _030_[1];
  assign _006_[1] = _030_[2] | _030_[3];
  assign _031_ = _006_[0] | _006_[1];
  assign _042_ = _007_[0] | _007_[1];
  assign _008_[0] = _036_[2] | _036_[6];
  assign _008_[1] = _036_[10] | _036_[14];
  assign _037_[2] = _008_[0] | _008_[1];
  assign _009_[0] = _036_[3] | _036_[7];
  assign _009_[1] = _036_[11] | _036_[15];
  assign _037_[3] = _009_[0] | _009_[1];
  assign _010_[0] = _036_[1] | _036_[5];
  assign _010_[1] = _036_[9] | _036_[13];
  assign _037_[1] = _010_[0] | _010_[1];
  assign _011_[0] = _036_[0] | _036_[4];
  assign _011_[1] = _036_[8] | _036_[12];
  assign _037_[0] = _011_[0] | _011_[1];
  assign _007_[0] = _030_[0] | _033_;
  assign _007_[1] = _034_ | _035_;
  assign _012_ = modo[0] | modo[1];
  assign _013_[0] = Q[0] | Q[1];
  assign _014_ = _013_[0] | _003_[1];
  assign _027_ = ~_018_;
  assign _026_ = ~_019_;
  assign _024_ = ~_020_;
  assign _030_[0] = ~_021_;
  assign _033_ = ~_022_;
  assign _034_ = ~_023_;
  assign _035_ = ~_012_;
  assign _025_ = ~_014_;
  assign _028_ = _025_ | _027_;
  assign _029_ = _028_ | _026_;
  assign _001_ = enable ? _032_ : 1'b0;
  assign _000_[0] = enable ? _038_[0] : 1'b0;
  assign _000_[1] = enable ? _038_[1] : 1'b0;
  assign _000_[2] = enable ? _038_[2] : 1'b0;
  assign _000_[3] = enable ? _038_[3] : 1'b0;
  assign _032_ = _042_ ? _031_ : rco;
  assign _038_[0] = _042_ ? _037_[0] : Q[0];
  assign _038_[1] = _042_ ? _037_[1] : Q[1];
  assign _038_[2] = _042_ ? _037_[2] : Q[2];
  assign _038_[3] = _042_ ? _037_[3] : Q[3];
  always @(posedge clk)
      Q[0] <= _000_[0];
  always @(posedge clk)
      Q[1] <= _000_[1];
  always @(posedge clk)
      Q[2] <= _000_[2];
  always @(posedge clk)
      Q[3] <= _000_[3];
  always @(posedge clk)
      rco <= _001_;
  assign _045_ = _015_[1] & Q[0];
  assign _046_ = _016_[2] & _043_[1];
  assign _043_[1] = Q[1] | _045_;
  assign _043_[2] = Q[2] | _046_;
  assign _041_[1] = Q[1] & Q[0];
  assign _047_ = _016_[2] & _041_[1];
  assign _044_[2] = Q[2] | _047_;
  assign _041_[2] = Q[2] & _041_[1];
  assign _017_[1] = modo[1] ^ 1'b1;
  assign _017_[0] = modo[0] ^ 1'b1;
  assign _030_[3] = _024_ & _035_;
  assign _030_[2] = _025_ & _034_;
  assign _030_[1] = _029_ & _033_;
  assign _036_[12] = _002_[0] & _035_;
  assign _036_[13] = _002_[1] & _035_;
  assign _036_[14] = _002_[2] & _035_;
  assign _036_[15] = _002_[3] & _035_;
  assign _036_[8] = _002_[0] & _034_;
  assign _036_[9] = _039_[1] & _034_;
  assign _036_[10] = _039_[2] & _034_;
  assign _036_[11] = _039_[3] & _034_;
  assign _036_[4] = _002_[0] & _033_;
  assign _036_[5] = _002_[1] & _033_;
  assign _036_[6] = _040_[2] & _033_;
  assign _036_[7] = _040_[3] & _033_;
  assign _036_[0] = D[0] & _030_[0];
  assign _036_[1] = D[1] & _030_[0];
  assign _036_[2] = D[2] & _030_[0];
  assign _036_[3] = D[3] & _030_[0];
  assign _015_[1] = Q[1] ^ 1'b1;
  assign _016_[2] = Q[2] ^ 1'b1;
  assign _016_[3] = Q[3] ^ 1'b1;
  assign _002_[0] = Q[0] ^ 1'b1;
  assign _039_[1] = _015_[1] ^ Q[0];
  assign _039_[2] = _016_[2] ^ _043_[1];
  assign _039_[3] = _016_[3] ^ _043_[2];
  assign _040_[2] = _016_[2] ^ _041_[1];
  assign _040_[3] = _016_[3] ^ _044_[2];
  assign _002_[1] = Q[1] ^ Q[0];
  assign _002_[2] = Q[2] ^ _041_[1];
  assign _002_[3] = Q[3] ^ _041_[2];
endmodule

===== run.sh =====
#!/bin/bash
# OpenROAD 26Q1-2900-gdf79404cd8, Yosys 0.63+post, stock flow scripts
make -C /OpenROAD-flow-scripts/flow DESIGN_CONFIG=/design/flow/config.mk WORK_HOME=/design/flow/orfs finish

==> Slide: Implementation Results <==
Key Metrics from the Run

Floorplanning
  • Starting Density: 0.125
  • Row count: 21
  • Die Span X: 80 um
  • Core footprint: between 3000 and 4000 um^2
  • DIE AREA: 6400 um^2
  • Die height: 80 um
  • I/O pins: 13

Synthesis
  • Yosys Instances: 50
  • Synth Register Bits: 5
  • Syn Inst Count: ~50
  • Netlist Area Pre-Place: 427 um^2
  • Top cell area share: 0.235
  • Yosys warnings: 1
  • Yosys cell types: 21
  • Largest cells by area after synthesis: dfxtp_1 23%, ha_1 21%, nor2_1 7.0%
  • Synth Seq Share: 0.235
  • YS chip area: between 400 and 500 um^2
  • Synth area leader: dfxtp_1
  • Avg Cell Area, Syn: 8.53 um^2

Final timing
  • Setup Skew: 4.41 ps
  • Setup TNS: 0 ps
  • Max Transition Viols Final: 0
  • Worst slew margin: 0.820
  • Maximum clock frequency: 723 MHz
  • Cycle use final: 0.989
  • RSZ-0062 raised after global routing: true
  • Minimum clock period: 1380 ps
  • Final Hold Viols: 0
  • Final setup fails: 0
  • Worst setup margin: around 16 ps
  • Slew @ Worst Pin: 267 ps

Clock tree
  • Clk slew on worst S/H paths: about 50 ps
  • H-tree lvl count: 1
  • TritonCTS buffer count: 3
  • Root Buffer: clkbuf_4
  • CTS Buffer Depth: 2
  • Clk latency of the worst-skew pair: approximately 240 ps
  • # hold bufs at CTS: 0
  • Clock net sink count: 5
  • TritonCTS clock tree: built

Power
  • Overall Power: 0.556 mW
  • P per Cell Area: 755 nW/um^2
  • Leakage: 0.330 nW
  • Worst IR drop on VDD: 0.241 mV

Critical path
  • Setup CP Type: reg -> reg
  • Critical path capture point type: flop
  • WP data required: 1540 ps
  • Arr. time, crit path: 1520 ps
  • Critical Path Source: Q[0]$_SDFFE_PN0P_
  • FF-to-FF Start: Q[0]$_SDFFE_PN0P_
  • R2R setup slack: 20 ps
  • Highest net fanout along the worst path: 3
  • Worst setup SP type: flop

Finish
  • Layout Cells excl Fill: between 100 and 150
  • Most numerous logic cells after layout: 10 x buf_4, 9 x clkdlybuf4s50_1, 8 x nor2_1, 5 x ha_1
  • Final-layout fill cell count: 381
  • Final Util: 0.216
  • Layout cells sized above 1: 0.373
  • Most frequent logic cell in the layout: buf_4
  • Area grow syn2layout: 72.7%

Worst hold path
  • HP Class: in -> reg
  • Worst hold start: modo[1]

Global route
  • Met1 Usage GRT: 0.0453
  • Met3 usage in global routing: 0.0205
  • Global-route wire length before repair: 1.90 mm
  • Largest net degree at the start of global routing: 9
  • Number of global-route vias before repair: between 400 and 500
  • Initial antenna violation count: 0
  • Gr busiest metal: met2
  • Global Route Usage Sum: 0.0364
  • Overflow after GRT: 0
  • Met2 Track Usage GR: 0.0538

Run status
  • Status: completed

Detailed routing
  • Via/cell ratio: 3.60
  • Antenna-violating nets left: 0
  • Antenna Cells: 0
  • Residual DRC: 0
  • First-pass DRT Iterations: 4
  • Routed WL per cell: 9.73 um
  • Vias: 436
  • Initial DRC Count: 36
  • Routed Wire Length: between 1 and 1.5 mm

Place
  • DP HPWL: 923 um
  • Buffers on Ports: 12
  • Dpl ws: -154 ps
  • Placed cells: 115
  • Global placer's final weighted congestion: 0.783

Flow run
  • Max-cap viol count: 0
  • Tool Warnings: 31
==> metrics by stage <==
stage	cell area, um^2	hold WS, ps
3_5_place_dp	653	596
5_1_grt	737	501
2_1_floorplan	427	397
4_1_cts	694	546
3_3_place_gp	653	588
6_report	737	459
==> path summary, 6_finish.rpt <==
| path | depth (start not counted) | to |
|---|---|---|
| worst max-delay path | 7 | Q[3]$_SDFFE_PN0P_ |
| worst min-delay path | 3 | Q[2]$_SDFFE_PN0P_ |
| worst max register to register | 7 | Q[3]$_SDFFE_PN0P_ |
| worst min register to register | 2 | Q[0]$_SDFFE_PN0P_ |
==> report_power, final <==
part           internal [mW]  leakage [nW]  switching (mW)
Clock                  0.108        0.0150          0.0624
Combinational          0.127         0.272          0.0868
Sequential             0.159        0.0430          0.0129
==> what timing repair did <==
action / in CTS / in global routing
gates resized: 5 / 12
buffers inserted: 1 / 1
endpoints found under the setup margin: 3 / 4
gates cloned: 0 / 0
pin swaps: 0 / 1
==> layout make-up <==
type	instances	area, um^2	share of cell area
Tap cell	46	57.6	0.0781
Clock buffer	4	26.3	0.0357
Sequential cell	5	109	0.148
Multi-Input combinational cell	38	313	0.424
Timing Repair Buffer	23	210	0.285
Inverter	5	21.3	0.0289
==> synth_stat cells, drive strengths merged <==
cell	instances
o21ai	1
nor3	1
nand2	3
a21oi	3
nor3b	1
a21o	1
ha	7
nor2	9
and3	1
a31oi	3
o21a	1
o41ai	1
inv	5
nor4bb	1
dfxtp	5
a211oi	3
and4bb	1
nand3	1
buf	2
==> layer usage <==
layer / up-vias / wire, um
met5: - / 0
met4: 0 / 31
met3: 2 / 120
met2: 15 / 463
met1: 191 / 561
li1: 228 / -
==> state kept, by name (all words and copies together) (netlist names) <==
name and cells:
Q 4, rco 1
==> kinds of logic (layout without fill, tap and decap cells) <==
logic type      after synthesis  count (layout)  share of synthesized area
flops                         5               5                      0.235
simple gates                 18              18                      0.255
compound gates               13              13                      0.217
buf+inv                       7              32                     0.0880
fa+ha+maj                     7               7                      0.205
==> worst max-delay path, stage by stage (launching register included) <==
cell and delay [ps]:
dfxtp_4 350, inv_2 70, ha_4 130, ha_2 160, and4bb_1 200, a31oi_1 130, nand2_1 70, o21a_1 180
Power figures rest on the tool's default switching activity, not on a simulated workload.
