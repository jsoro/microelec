`design/flow/design.v`:
```
module countB(enable, clk, modo, D, rco, Q);
  wire [3:0] _000_;
  wire _001_;
  wire [31:0] _002_;
  wire [1:0] _003_;
  wire [1:0] _004_;
  wire [1:0] _005_;
  wire [1:0] _006_;
  wire [1:0] _007_;
  wire [1:0] _008_;
  wire [1:0] _009_;
  wire [1:0] _010_;
  wire [1:0] _011_;
  wire [1:0] _012_;
  wire [1:0] _013_;
  wire _014_;
  wire _015_;
  wire [3:0] _016_;
  wire [3:0] _017_;
  wire [3:0] _018_;
  wire [1:0] _019_;
  wire _020_;
  wire _021_;
  wire _022_;
  wire _023_;
  wire _024_;
  wire _025_;
  wire _026_;
  wire _027_;
  wire _028_;
  wire _029_;
  wire _030_;
  wire _031_;
  wire _032_;
  wire _033_;
  wire _034_;
  wire _035_;
  wire _036_;
  wire _037_;
  wire _038_;
  wire _039_;
  wire _040_;
  wire _041_;
  wire _042_;
  wire _043_;
  wire _044_;
  wire _045_;
  wire _046_;
  wire _047_;
  wire _048_;
  wire _049_;
  wire _050_;
  wire [3:0] _051_;
  wire _052_;
  wire _053_;
  wire _054_;
  wire _055_;
  wire _056_;
  wire _057_;
  wire [15:0] _058_;
  wire [3:0] _059_;
  wire [3:0] _060_;
  wire [31:0] _061_;
  wire [31:0] _062_;
  wire [31:0] _063_;
  wire _064_;
  wire [31:0] _065_;
  wire [31:0] _066_;
  wire _067_;
  wire _068_;
  wire _069_;
  input [3:0] D;
  output [3:0] Q;
  reg [3:0] Q;
  input clk;
  input enable;
  input [1:0] modo;
  output rco;
  reg rco;
  assign _020_ = _003_[0] | _003_[1];
  assign _004_[0] = _002_[0] | Q[1];
  assign _021_ = _004_[0] | _004_[1];
  assign _004_[1] = Q[2] | Q[3];
  assign _022_ = _005_[0] | _004_[1];
  assign _023_ = _006_[0] | _006_[1];
  assign _024_ = _005_[0] | _003_[1];
  assign _003_[1] = Q[2] | _016_[3];
  assign _025_ = _006_[0] | _003_[1];
  assign _005_[0] = Q[0] | _017_[1];
  assign _026_ = _005_[0] | _006_[1];
  assign _003_[0] = Q[0] | Q[1];
  assign _006_[1] = _018_[2] | Q[3];
  assign _027_ = _003_[0] | _006_[1];
  assign _006_[0] = _002_[0] | _017_[1];
  assign _007_[1] = _018_[2] | _016_[3];
  assign _028_ = _006_[0] | _007_[1];
  assign _029_ = _019_[0] | _019_[1];
  assign _030_ = modo[0] | _019_[1];
  assign _031_ = _019_[0] | modo[1];
  assign _008_[0] = _051_[0] | _051_[1];
  assign _008_[1] = _051_[2] | _051_[3];
  assign _052_ = _008_[0] | _008_[1];
  assign _064_ = _009_[0] | _009_[1];
  assign _010_[0] = _058_[2] | _058_[6];
  assign _010_[1] = _058_[10] | _058_[14];
  assign _059_[2] = _010_[0] | _010_[1];
  assign _011_[0] = _058_[3] | _058_[7];
  assign _011_[1] = _058_[11] | _058_[15];
  assign _059_[3] = _011_[0] | _011_[1];
  assign _012_[0] = _058_[1] | _058_[5];
  assign _012_[1] = _058_[9] | _058_[13];
  assign _059_[1] = _012_[0] | _012_[1];
  assign _013_[0] = _058_[0] | _058_[4];
  assign _013_[1] = _058_[8] | _058_[12];
  assign _059_[0] = _013_[0] | _013_[1];
  assign _009_[0] = _054_ | _055_;
  assign _009_[1] = _056_ | _057_;
  assign _014_ = _003_[0] | _004_[1];
  assign _015_ = modo[0] | modo[1];
  assign _033_ = ~_020_;
  assign _035_ = ~_014_;
  assign _034_ = ~_021_;
  assign _036_ = ~_022_;
  assign _037_ = ~_023_;
  assign _038_ = ~_024_;
  assign _039_ = ~_025_;
  assign _040_ = ~_026_;
  assign _041_ = ~_027_;
  assign _032_ = ~_028_;
  assign _054_ = ~_029_;
  assign _055_ = ~_030_;
  assign _056_ = ~_031_;
  assign _057_ = ~_015_;
  assign _042_ = _035_ | _034_;
  assign _043_ = _042_ | _036_;
  assign _044_ = _043_ | _037_;
  assign _045_ = _038_ | _039_;
  assign _046_ = _045_ | _040_;
  assign _047_ = _046_ | _041_;
  assign _050_ = ~_047_;
  assign _001_ = enable ? _053_ : 1'b1;
  assign _000_[0] = enable ? _060_[0] : 1'b0;
  assign _000_[1] = enable ? _060_[1] : 1'b0;
  assign _000_[2] = enable ? _060_[2] : 1'b0;
  assign _000_[3] = enable ? _060_[3] : 1'b0;
  assign _053_ = _064_ ? _052_ : rco;
  assign _060_[0] = _064_ ? _059_[0] : Q[0];
  assign _060_[1] = _064_ ? _059_[1] : Q[1];
  assign _060_[2] = _064_ ? _059_[2] : Q[2];
  assign _060_[3] = _064_ ? _059_[3] : Q[3];
  always @(posedge clk)
      Q[0] <= _000_[0];
  always @(posedge clk)
      Q[1] <= _000_[1];
  always @(posedge clk)
      Q[2] <= _000_[2];
  always @(posedge clk)
      Q[3] <= _000_[3];
  always @(posedge clk)
      rco <= _001_;
  assign _067_ = _017_[1] & Q[0];
  assign _068_ = _018_[2] & _065_[1];
  assign _048_ = _032_ | _033_;
  assign _065_[1] = Q[1] | _067_;
  assign _049_ = _048_ | _034_;
  assign _065_[2] = Q[2] | _068_;
  assign _069_ = _018_[2] & _063_[1];
  assign _066_[2] = Q[2] | _069_;
  assign _063_[1] = Q[1] & Q[0];
  assign _063_[2] = Q[2] & _063_[1];
  assign _019_[1] = modo[1] ^ 1'b1;
  assign _019_[0] = modo[0] ^ 1'b1;
  assign _051_[3] = _049_ & _057_;
  assign _051_[2] = _014_ & _056_;
  assign _051_[1] = _044_ & _055_;
  assign _051_[0] = _050_ & _054_;
  assign _058_[12] = _002_[0] & _057_;
  assign _058_[13] = _002_[1] & _057_;
  assign _058_[14] = _002_[2] & _057_;
  assign _058_[15] = _002_[3] & _057_;
  assign _058_[8] = _002_[0] & _056_;
  assign _058_[9] = _061_[1] & _056_;
  assign _058_[10] = _061_[2] & _056_;
  assign _058_[11] = _061_[3] & _056_;
  assign _058_[4] = _002_[0] & _055_;
  assign _058_[5] = _002_[1] & _055_;
  assign _058_[6] = _062_[2] & _055_;
  assign _058_[7] = _062_[3] & _055_;
  assign _058_[0] = D[0] & _054_;
  assign _058_[1] = D[1] & _054_;
  assign _058_[2] = D[2] & _054_;
  assign _058_[3] = D[3] & _054_;
  assign _017_[1] = Q[1] ^ 1'b1;
  assign _018_[2] = Q[2] ^ 1'b1;
  assign _016_[3] = Q[3] ^ 1'b1;
  assign _002_[0] = Q[0] ^ 1'b1;
  assign _061_[1] = _017_[1] ^ Q[0];
  assign _061_[2] = _018_[2] ^ _065_[1];
  assign _061_[3] = _016_[3] ^ _065_[2];
  assign _062_[2] = _018_[2] ^ _063_[1];
  assign _062_[3] = _016_[3] ^ _066_[2];
  assign _002_[1] = Q[1] ^ Q[0];
  assign _002_[2] = Q[2] ^ _063_[1];
  assign _002_[3] = Q[3] ^ _063_[2];
endmodule
```
`design/flow/config.mk`:
```
export PLATFORM = sky130hd
export DESIGN_NAME = countB
export DESIGN_NICKNAME = countB
export VERILOG_FILES = /design/flow/design.v
export SDC_FILE = /design/flow/constraint.sdc
export NUM_CORES = 4
export LEC_CHECK = 1
export CORE_AREA = 10 10 70 70
export DIE_AREA = 0 0 80 80
```
`design/flow/constraint.sdc`:
```
current_design countB

set clk_period 1.8
set clk_io_pct 0.2

create_clock -name clk0 -period $clk_period [get_ports {clk}]

set non_clock_inputs [all_inputs -no_clocks]
set_input_delay [expr $clk_period * $clk_io_pct] -clock clk0 $non_clock_inputs
set_output_delay [expr $clk_period * $clk_io_pct] -clock clk0 [all_outputs]
```
`design/flow/run.sh`:
```
#!/bin/bash
# OpenROAD 26Q1-2900-gdf79404cd8, Yosys 0.63+post, stock flow scripts
make -C /OpenROAD-flow-scripts/flow DESIGN_CONFIG=/design/flow/config.mk WORK_HOME=/design/flow/orfs finish
```
==> results.sh <==
# physical design summary
export IMPL_rsz0062_at_grt="false"
export IMPL_drv_slew=0
export IMPL_globalRouteOverflowTotal=0
export IMPL_drive_gt1_share_pct=15.8
export IMPL_placedCellCount=118
export IMPL_crit_fanout=4
export IMPL_top_logic_kind="simple AND/OR/NAND/NOR gates"
export IMPL_ys_area_um2=487
export IMPL_portBuffers=12
export IMPL_avgSynthCellArea_um2=8.25
export IMPL_startpoint="Q[0]"
export IMPL_path_delay_family="multiplexers"
export IMPL_ys_cells=59
export IMPL_cp_buffers_inverters=1
export IMPL_max_slew_margin_pct=80.5
export IMPL_fill_cells=394
export IMPL_grt_pass1_vias=454
export IMPL_simple_gate_share_pct=24.2
export IMPL_rows=21
export IMPL_fin_cells=122
export IMPL_clock_fmax_mhz=601
export IMPL_tightest_slew_ns=0.292
export IMPL_crit_type="reg -> reg"
export IMPL_cts_tree="done"
export IMPL_ant_nets=0
export IMPL_ios=13
export IMPL_warning_count=29
export IMPL_finalSetupViolCount=0
export IMPL_crit_arrival_ns=1.84
export IMPL_path_depth=6
export IMPL_antenna_found_initial=0
export IMPL_synth_xor_area_share_pct=1.80
export IMPL_routabilityCongestion=0.884
export IMPL_antenna_cells=0
export IMPL_hold_start="Q[0]"
export IMPL_dp_hpwl_um=975
export IMPL_core_mm2=0.00342
export IMPL_clockBufferDepth=2
export IMPL_logic_area_um2=337
export IMPL_post_cts_buffers=0
export IMPL_reg2reg_depth=6
export IMPL_drv_cap=0
export IMPL_start_kind="flip-flop"
export IMPL_cts_root_buffer="clkbuf_4"
export IMPL_synthCells=59
export IMPL_numSynthFlops=5
export IMPL_synth_distinct_cells=30
export IMPL_p_leak_nw=0.283
export IMPL_crit_slowest_cell="mux4_2"
export IMPL_tns_ns=0
export IMPL_dr_first_iter_drc_count=6
export IMPL_htree_levels=1
export IMPL_fin_crit_ns=1.66
export IMPL_hold_class="reg -> reg"
export IMPL_die_w_um=80
export IMPL_insertion_delay_ns=0.25
export IMPL_track_usage_pct=3.95
export IMPL_drt_pass1_iter_count=4
export IMPL_yosysWarningCount=1
export IMPL_vias_per_cell=3.86
export IMPL_aoi_share_pct=16.2
export IMPL_end_kind="flip-flop"
export IMPL_slowest_delay_ns=0.46
export IMPL_r2r_start="Q[0]"
export IMPL_fp_util_pct=14.2
export IMPL_cpMostUsedCell="ha_1"
export IMPL_crit_path_cell_trace="inv_1 -> ha_1 -> ha_1 -> or2_0 -> mux4_2 -> a31oi_1"
export IMPL_grt_max_degree=11
export IMPL_dieArea_mm2=0.00640
export IMPL_holdBufCountCts=0
export IMPL_pwr_density_cell_mw_per_mm2=640
export IMPL_hold_depth=3
export IMPL_hold_violations=0
export IMPL_required_ns=1.97
export IMPL_finalClockPeriodUsage_pct=92.4
export IMPL_drc_errors=0
export IMPL_ys_sh_mux_pct=9.00
export IMPL_cts_resized=0
export IMPL_vias=471
export IMPL_adder_share_pct=18.0
export IMPL_finalClockSkew_ns=0.00157
export IMPL_cts_sinks=5
export IMPL_grt_pass1_wl_um=2010
export IMPL_clk_pin_slew_ns=0.05
export IMPL_holdWs_ns=0.587
export IMPL_ys_seq_share_pct=20.6
export IMPL_status="finished, final reports clean"
export IMPL_dieHeight_um=80
export IMPL_seq_area_um2=103
export IMPL_netlist_area_um2=487
export IMPL_area_growth_pct=44.5
export IMPL_drt_wl_total_um=1200
export IMPL_peakVddDrop_v=0.000297
export IMPL_routedWlPerCell_um=9.85
export IMPL_cts_buffers=3
## final timing paths
kind | endpoint | slack (ns)
worst max register to register | Q[3] | 0.14
worst min register to register | Q[0] | 0.59
worst max-delay path | Q[3] | 0.14
worst min-delay path | Q[0] | 0.59
## metrics by stage
step,setup WS (ns),util [%],area (um2),total power (W)
floorplan,0.119,-,487,0.000246
global placement,0.0834,19.7,674,0.000315
detailed placement,0.0450,19.7,674,0.000318
CTS,0.0585,20.5,701,0.000455
global route,0.0253,20.6,703,0.000489
finish,0.137,20.6,703,0.000450
## sequential cells by signal (all words and copies together), names as in the netlist
register,count
Q,4
rco,1
## cells in the final DEF (no fill, tap or decap), types with 2 or more instances in the layout
cell type        Yosys  layout
a21oi_1              5       5
buf_4                1       5
clkbuf_4             0       3
clkdlybuf4s50_1      0      12
dfxtp_1              5       3
dfxtp_2              0       2
ha_1                 7       7
inv_1                6       6
nand2_1              3       3
nand2b_1             5       5
nor2_1               4       4
or4_1                2       2
## layer usage
metal	track usage, %	vias up	wire length, um
met2	5.78	12	514
met5	0	-	0
met4	0.528	0	12
met1	4.97	214	573
met3	2.39	2	102
li1	-	243	-
## cells in the mapped netlist (all sizes together)
cell	count	share of area (%)
ha	7	18
dfxtp	5	21
xor2	1	1.8
or4	2	3.1
inv	6	4.6
a221oi	1	1.8
o2111ai	1	1.8
and3	1	1.3
mux2	1	2.3
mux2i	1	2.1
nand2b	5	6.4
nand4	1	1.3
a211oi	1	1.5
nand2	3	2.3
clkbuf	1	0.77
buf	3	4.9
a31oi	1	1.3
nor2b	1	1.3
or2	1	1.3
o21ai	1	1.0
nor3	1	1.0
or3b	1	1.8
a311oi	1	1.8
o221ai	1	1.8
nor2	4	3.1
mux4	1	4.6
and2	1	1.3
a21oi	5	5.1
## cell type report
| type | count | share of cell area [%] |
|---|---|---|
| tap | 46 | 8.19 |
| inverter | 6 | 3.20 |
| clock buffer | 4 | 3.74 |
| timing repair buffer | 17 | 22.4 |
| sequential | 5 | 14.6 |
| multi-input combinational | 44 | 47.9 |
## logic make-up after synthesis
| group | after synthesis |
|---|---|
| buffers and inverters | 10 |
| xor gates and xnor gates | 1 |
| DFF | 5 |
| and+or+nand+nor | 21 |
| muxes | 3 |
| adders and majority gates | 7 |
| AOI/OAI and AO/OA | 12 |
## report_power, final
part	internal (W)	leakage, nW	switching (W)
Combinational	0.000102	0.226	0.0000721
Clock	0.0000841	0.0150	0.0000503
Sequential	0.000126	0.0422	0.0000147
Total	0.000313	0.283	0.000137
## worst register-to-register path, cell delays in order (launching register included)
cell and delay [ns]:
dfxtp_2 0.35, inv_1 0.06, ha_1 0.21, ha_1 0.19
or2_0 0.19, mux4_2 0.46, a31oi_1 0.13
Power figures rest on the tool's default switching activity, not on a simulated workload.
